--- flow/design.v ---
module ras_bram (clk,rea,reb,wea,web,raddra,raddrb,waddra,waddrb,wia,wib,doa,dob);
    parameter DEPTH = 1024;
    parameter WIDTH = 36;
    localparam ADDR = $clog2(DEPTH);
    parameter RESOLVE_COLLIDE = 0;
    parameter READ_FIRST = 0;
    parameter OFS = 0;
    parameter INCR = 0;
    input clk,rea,reb,wea,web;
    input [ADDR-1:0] raddra, raddrb;
    input [ADDR-1:0] waddra, waddrb;
    input [WIDTH-1:0] wia, wib;
    output logic [WIDTH-1:0] doa,dob;
    logic forward_a, forward_b;
    wire [ADDR-1:0] addra = wea ? waddra : raddra;
    wire [ADDR-1:0] addrb = web ? waddrb : raddrb;
    wire collision = RESOLVE_COLLIDE && (addra == addrb) && (rea || wea) && (reb || web);
    wire forward_a_n = collision && web;
    wire forward_b_n = collision && wea;
    wire ena = (rea || wea) && !forward_a_n;
    wire enb = (reb || web) && !forward_b_n;
    logic [WIDTH-1:0] ram_out_a, ram_out_b;
    assign doa = forward_a ? ram_out_b : ram_out_a;
    assign dob = forward_b ? ram_out_a : ram_out_b;
    always_ff @(posedge clk) begin
        forward_a <= forward_a_n;
        forward_b <= forward_b_n;
    end
    bram_impl #(.DEPTH(DEPTH), .WIDTH(WIDTH), .OFS(OFS), .INCR(INCR), .READ_FIRST(READ_FIRST))
        data (
        .clk(clk), .ena(ena), .enb(enb),
        .wea(wea), .web(web),
        .addra(addra), .addrb(addrb),
        .wia(wia), .wib(wib),
        .doa(ram_out_a), .dob(ram_out_b)
    );
endmodule 
module bram_impl (clk,ena,enb,wea,web,addra,addrb,wia,wib,doa,dob);
    parameter DEPTH = 1024;
    parameter WIDTH = 36;
    parameter READ_FIRST = 0;
    localparam ADDR = $clog2(DEPTH);
    parameter OFS = 0;
    parameter INCR = 0;
    input clk, ena, enb, wea, web;
    input [ADDR-1:0] addra, addrb;
    input [WIDTH-1:0] wia, wib;
    output logic [WIDTH-1:0] doa,dob;
    reg [WIDTH-1:0] ram [DEPTH-1:0] ;
    for(genvar i = 0; i< DEPTH; i++) begin
        initial ram[i] = WIDTH'(OFS + (i * INCR));
    end
    initial doa = OFS;
    always @(posedge clk)
    begin
        if (ena)
        begin
            if (wea)                ram[addra] <= wia;
            if (wea && !READ_FIRST) doa <= wia;
            if (!wea || READ_FIRST) doa <= ram[addra];
        end
    end
    initial dob = OFS;
    always @(posedge clk)
    begin
        if (enb)
        begin
            if (web)                ram[addrb] <= wib;
            if (web && !READ_FIRST) dob <= wib;
            if (!web || READ_FIRST) dob <= ram[addrb];
        end
    end
endmodule 
module ras_links (
    clk, reset,
    incr, decr,
    gen_addr,
    set_addr,
    addr_in,
    addr_out,
    valid,
    full);
    parameter DEPTH = 1024;
    parameter SCRATCHPAD_DEPTH = 16;
    localparam ADDR = $clog2(DEPTH);
    localparam SCRATCHPAD_ADDR = $clog2(SCRATCHPAD_DEPTH);
    localparam BLOCK_ADDR = ADDR-SCRATCHPAD_ADDR;
    localparam BLOCK_DEPTH = DEPTH / SCRATCHPAD_DEPTH;
    input logic clk, reset, incr, decr, gen_addr, set_addr;
    output logic valid, full;
    output logic [ADDR-1:0] addr_out;
    input  logic [ADDR-1:0] addr_in;
    logic [ADDR-1:0] curr_addr_n, curr_addr;
    always @(posedge clk) curr_addr <= curr_addr_n;
    wire end_of_block, start_of_block;
    logic [ADDR-1:0] next_addr, prev_addr;
    assign {end_of_block,  next_addr[SCRATCHPAD_ADDR-1:0]} = (SCRATCHPAD_ADDR+1)'(curr_addr[SCRATCHPAD_ADDR-1:0] + 1);
    assign {start_of_block, prev_addr[SCRATCHPAD_ADDR-1:0]}  = (SCRATCHPAD_ADDR+1)'(curr_addr[SCRATCHPAD_ADDR-1:0] - 1);
    logic prev_block_available;
    initial prev_block_available = 1'b0;
    always @(posedge clk) prev_block_available <= !(gen_addr || reset);
    wire alloc_block = incr && end_of_block;
    wire free_block  = decr && start_of_block;
    wire [BLOCK_ADDR-1:0] empty_block, prev_block, next_block;
    wire [BLOCK_ADDR-1:0] curr_block = curr_addr[ADDR-1:SCRATCHPAD_ADDR];
    wire [BLOCK_ADDR-1:0] curr_block_n = curr_addr_n[ADDR-1:SCRATCHPAD_ADDR];
    wire [BLOCK_ADDR-1:0] next_block_n = gen_addr ? empty_block : next_block;
    logic empty_block_valid;
    logic [BLOCK_ADDR-1:0] last_empty_block;
    wire alm_empty = (last_empty_block == empty_block);
    initial last_empty_block = (BLOCK_ADDR)'(-1);
    initial empty_block_valid = 1'b1;
    always @(posedge clk) begin
        if (alloc_block) empty_block_valid <= !alm_empty;
        else if(free_block && !empty_block_valid) begin
            empty_block_valid <=  1'b1;
            last_empty_block <= curr_block;
        end
    end
    ras_bram #(.DEPTH(BLOCK_DEPTH), .WIDTH(BLOCK_ADDR), .OFS(1), .INCR(1), .READ_FIRST(1))
        next_links(.clk(clk),  
            .doa( empty_block ),    .wia( next_block_n ),
            .raddra( ),             .waddra( curr_block_n ),
            .rea( 1'b0 ),           .wea( alloc_block || free_block || gen_addr ),
            .dob( next_block ),     .wib( empty_block ),
            .raddrb( addr_in ),     .waddrb( curr_block ),
            .reb( set_addr ),       .web( alloc_block || free_block ));
    ras_bram #(.DEPTH(BLOCK_DEPTH), .WIDTH(BLOCK_ADDR), .OFS(-1), .INCR(1))
        prev_links(.clk(clk),
            .doa( prev_block ),         .wia( curr_block ),
            .raddra( curr_block_n ),    .waddra( empty_block ),
            .rea( 1'b1 ),               .wea( alloc_block ),
            .dob( ),  .wib( ),
            .raddrb( ),   .waddrb( ),
            .reb( ),            .web( ));
    always_comb begin
        next_addr[ADDR-1:SCRATCHPAD_ADDR] = curr_block;
        if(end_of_block) begin
            if(empty_block_valid) next_addr[ADDR-1:SCRATCHPAD_ADDR] = empty_block;
            else                  next_addr[ADDR-1:SCRATCHPAD_ADDR] = next_block;
        end
    end
    always_comb begin
        prev_addr[ADDR-1:SCRATCHPAD_ADDR] = curr_block;
        if(start_of_block)  prev_addr[ADDR-1:SCRATCHPAD_ADDR] = prev_block;
    end
    always_comb begin
        curr_addr_n = curr_addr;
        if(incr) curr_addr_n = next_addr;
        if(decr) curr_addr_n = prev_addr;
        if(gen_addr) curr_addr_n = {empty_block, SCRATCHPAD_ADDR'(0)};
        if(set_addr) curr_addr_n = addr_in;
    end
    assign addr_out = curr_addr_n;
endmodule : ras_links
--- flow/config.mk ---
export PLATFORM = sky130hd
export DESIGN_NAME = ras_links
export DESIGN_NICKNAME = ras_links
export VERILOG_FILES = /design/flow/design.v
export SDC_FILE = /design/flow/constraint.sdc
export NUM_CORES = 4
export LEC_CHECK = 1
export CORE_UTILIZATION = 30
--- flow/run.sh ---
#!/bin/bash
# OpenROAD 26Q1-2900-gdf79404cd8, Yosys 0.63+post, stock flow scripts
make -C /OpenROAD-flow-scripts/flow DESIGN_CONFIG=/design/flow/config.mk WORK_HOME=/design/flow/orfs finish
--- flow/constraint.sdc ---
current_design ras_links

set clk_period 10.1
set clk_io_pct 0.2

create_clock -name clk0 -period $clk_period [get_ports {clk}]

set non_clock_inputs [all_inputs -no_clocks]
set_input_delay [expr $clk_period * $clk_io_pct] -clock clk0 $non_clock_inputs
set_output_delay [expr $clk_period * $clk_io_pct] -clock clk0 [all_outputs]
==> results.py <==
# Synthesis and PnR figures
metrics = {
    "setup_path": {
        "timing.rr.end": "next_links.data.ram[2][0]$_DFFE_PP_",
        "crit_path_start": "incr",
        "startpoint_type": "primary input",
        "worstPathMaxFanout": 37,
        "cp-end-kind": "output pin",
        "cp.arrival_ns": 6.24,
        "r2r_slack_ns": 4.17,
        "crit_end": "addr_out[4]",
        "critPathRequiredTime_ns": 8.08,
        "worstSetupPathType": "in -> out",
        "rr_worst_depth": 12,
        "r2r_start": "curr_addr[1]$_DFF_P_",
    },
    "route": {
        "routedWlPerCell_um": 28.54,
        "drc_errors": 0,
        "met3_length_um": 22900,
        "top_layer_used": "met5",
        "met2_length_um": 66140,
        "wl_um": 152200,
        "firstDrtPassIters": 7,
        "drt_first_iter_violations": 3293,
        "ant_nets": 0,
        "viasPerCell": 5.865,
        "vias": 31270,
        "wl_met1_um": 55850,
    },
    "synthesis": {
        "ys_sh_adder_pct": 0.06330,
        "synth_flops": 803,
        "mux_share_pct": 4.969,
        "netlist_area_mm2": 0.03953,
        "synth-edff-count": 787,
        "synth.logic.top_family": "AND-OR/OR-AND gates",
        "synth-simple-area-share_pct": 11.23,
        "ys_cells": 3570,
        "ys.flop_type": "edfxtp_1",
        "yosysWarnings": 34,
        "async_flop_share_pct": 0,
        "synth_sequential_area_ratio_pct": 60.59,
        "syn_area_per_cell_um2": 11.07,
        "synthCells": 3570,
        "synth-compound-area-share_pct": 19.14,
        "ys_sh_xor_pct": 0.1772,
        "synthDistinctLibCells": 89,
        "yosys_area_mm2": 0.03953,
    },
    "global_route": {
        "track_usage_pct": 23.78,
        "grt_pass1_wl_um": 216900,
        "grt_start_max_net_pins": 87,
        "grt_pass1_vias": 30560,
        "antenna_found_initial": 6,
        "grt-ovfl-total": 0,
    },
    "finish": {
        "lay_top_count": "edfxtp_1",
        "lay_top_cells": "edfxtp_1 (787), nand2_1 (498), nor2_1 (317), a21oi_1 (304), o21ai_0 (243)",
        "drive_gt1_share_pct": 11.12,
        "syn_to_final_growth_pct": 13.67,
    },
    "floorplanning": {
        "initCoreUtil_pct": 30.38,
        "die-area_mm2": 0.1332,
        "core_area_mm2": 0.1301,
        "rows": 132,
        "die_x_um": 365.0,
        "fp.dieH_um": 365.0,
        "pin_count": 28,
    },
    "place": {
        "portBuffers": 24,
        "gp_congestion": 1.036,
        "dp_hpwl_um": 97190,
    },
    "timing": {
        "final.min_clock_period_ns": 8.258,
        "slew_violations": 0,
        "tns_ns": 0,
        "rsz0062_at_grt": "false",
        "hold_viol": 0,
        "clock_skew_ns": 0.04165,
        "tightest_slew_ns": 1.088,
        "clock.fmax_mhz": 121.1,
        "relSlewSlack_pct": 26.91,
        "period_used_pct": 81.76,
        "finalSetupViolations": 0,
    },
    "clocking": {
        "cts_tree": "done",
        "htreeDepth": 3,
        "clk_pin_slew_worst_paths_ns": 0.06,
        "clock_sinks": 803,
        "ctsRootBufferMaster": "clkbuf_16",
        "cts_hold_buf": 0,
        "clock_path_buffers": 3,
        "clock_latency_ns": 0.72,
        "ctsResizeCount": 0,
        "numCtsBuffers": 86,
        "post_cts_buffers": 0,
    },
    "pwr": {
        "leakage_nw": 14.87,
        "finalPower_mw": 9.376,
        "p_per_area_mw_per_mm2": 208.6,
        "vdd.ir_drop.worst_mv": 0.1327,
    },
    "flow_run": {
        "tool_warnings": 27,
        "maxCapViolations": 0,
    },
    "status": {
        "status": "complete, no violations",
    },
    "min_path": {
        "hold_path_class": "reg -> reg",
    },
}
-- where the power goes --
part / total, mW / switching (mW) / internal, mW / leakage [nW]
Sequential: 3.96 / 0.0572 / 3.90 / 7.23
Clock: 3.14 / 1.37 / 1.77 / 1.37
Combinational: 2.27 / 1.63 / 0.640 / 6.28
Total: 9.38 / 3.06 / 6.31 / 14.9
-- cell families (layout without fill, tap and decap cells) --
group | count (synthesis) | after routing
multiplexers | 185 | 185
flip-flops | 803 | 803
XOR/XNOR | 8 | 8
adder cells (fa/ha/maj) | 2 | 2
AND-OR/OR-AND | 1163 | 1163
AND/OR/NAND/NOR | 1050 | 1050
buffers and inverters | 358 | 376
other | 1 | 3
-- how the worst min path moves through the flow --
stage	startpoint	to	slack [ns]	cells past startpoint
finish	curr_addr[9]$_DFF_P_	last_empty_block[5]$_DFFE_PP_	0.47	0
global route	curr_addr[9]$_DFF_P_	last_empty_block[5]$_DFFE_PP_	0.49	0
CTS	curr_addr[9]$_DFF_P_	last_empty_block[5]$_DFFE_PP_	0.47	0
-- metrics by stage --
step	cells	instance area, µm²	utilization (%)	setup slack, ns	hold slack, ns
after floorplan	3571	39540	-	4.297	0.5482
after global placement	5179	42160	32.40	2.043	0.4617
after detailed placement	5179	42160	32.40	2.049	0.4601
after CTS	5331	44930	34.53	2.028	0.4746
after global routing	5331	44930	34.53	1.855	0.4903
final	5332	44940	34.53	1.842	0.4744
-- synth_stat cells (8+ instances only) --
master      n  area [µm²]
a211oi_1   11       82.58
a21oi_1   309        1546
o221ai_1    8       70.07
inv_1      11       41.29
o211ai_1   16       120.1
nor2_1    326        1224
nand2b_1   12       75.07
dfxtp_1    16       320.3
and2_1     14       87.58
buf_1      46       172.7
and3_1     12       75.07
a31oi_1    38       237.7
a21o_1      9       67.56
nand3_1    63       315.3
o22ai_1    89       556.8
a41oi_1     8       70.07
a22oi_1   192        1441
a221o_1    15       150.1
o21ai_0   244        1221
a222oi_1   20       200.2
o21bai_1   20       150.1
a22o_1     37       324.1
a221oi_1   70       613.1
nor3_1     56       280.3
buf_2      88       440.4
nand2_1   499        1873
edfxtp_1  787       23630
mux2i_1   161        1612
mux2_2     15       168.9
clkbuf_1  198       743.2
nand4_1    25       156.4
-- cell type report --
cell class,count,area (µm²)
fillers,12700,85210
flip-flops and latches,803,23960
multi-input cells,2410,14320
clock buffers,95,2207
well taps,1742,2180
repair buffers,209,1642
clock inverters,57,565.5
inverters,15,58.81
diodes,1,2.502
-- per-layer routing --
| metal | global-route usage, % | vias up |
|---|---|---|
| met5 | 0 | - |
| met4 | 8.655 | 4 |
| met3 | 13.35 | 462 |
| met2 | 34.29 | 2172 |
| li1 | - | 13570 |
| met1 | 30.60 | 15060 |
-- critical path, stage by stage --
cell and delay (ns):
clkdlybuf4s50_1 0.71, and4_1 0.25, buf_4 0.35, mux2i_1 0.13, mux2_4 0.30, o21ai_4 0.11, buf_4 0.48, nand2_4 0.48
clkinv_1 0.12, buf_4 0.65, clkdlybuf4s50_1 0.60
-- registers in the layout, indices dropped and copies added (netlist names) --
signal and flops:
last_empty_block 6, curr_addr 10, next_links.data.ram 384, prev_links.data.ram 384, prev_links.data.doa 6, next_links.data.dob 6, empty_block_valid 1, next_links.data.doa 6
No activity file was given, so power comes from the tool's default toggle rates.
